[flow/run.sh]
#!/bin/bash
# OpenROAD 26Q1-2900-gdf79404cd8, Yosys 0.63+post, stock flow scripts
make -C /OpenROAD-flow-scripts/flow DESIGN_CONFIG=/design/flow/config.mk WORK_HOME=/design/flow/orfs finish
[flow/config.mk]
export PLATFORM = sky130hd
export DESIGN_NAME = pipe_skid_buffer
export DESIGN_NICKNAME = pipe_skid_buffer
export VERILOG_FILES = /design/flow/design.v
export SDC_FILE = /design/flow/constraint.sdc
export NUM_CORES = 4
export LEC_CHECK = 1
export CORE_AREA = 10 10 84 84
export DIE_AREA = 0 0 94 94
[flow/constraint.sdc]
current_design pipe_skid_buffer

set clk_period 3.0
set clk_io_pct 0.2

create_clock -name clk0 -period $clk_period [get_ports {clk}]

set non_clock_inputs [all_inputs -no_clocks]
set_input_delay [expr $clk_period * $clk_io_pct] -clock clk0 $non_clock_inputs
set_output_delay [expr $clk_period * $clk_io_pct] -clock clk0 [all_outputs]
[flow/design.v]
module pipe_skid_buffer #(   
   parameter DWIDTH    =  8                                 
) 
(
   input  logic                clk             ,            
   input  logic                rstn            ,            
   input  logic [DWIDTH-1 : 0] i_data          ,            
   input  logic                i_valid         ,            
   output logic                o_ready         ,            
   output logic [DWIDTH-1 : 0] o_data          ,             
   output logic                o_valid         ,             
   input  logic                i_ready                       
) ;
localparam PIPE  = 1'b0 ;
localparam SKID  = 1'b1 ;
logic                state_rg              ;         
logic [DWIDTH-1 : 0] data_rg, sparebuff_rg ;         
logic                valid_rg, ready_rg    ;         
logic                ready                 ;         
always @(posedge clk) begin
   if (!rstn) begin      
      state_rg           <= PIPE ;
      data_rg            <= '0   ;     
      sparebuff_rg       <= '0   ;
      valid_rg           <= 1'b0 ;      
      ready_rg           <= 1'b0 ;
   end
   else begin      
      case (state_rg)   
         PIPE : begin            
            if (ready) begin
               data_rg            <= i_data  ;  
               valid_rg           <= i_valid ;
               ready_rg           <= 1'b1    ;               
            end
            else if (i_valid) begin
               sparebuff_rg       <= i_data  ;               
               ready_rg           <= 1'b0    ;
               state_rg           <= SKID    ;
            end
         end
         SKID : begin            
            if (i_ready) begin
               data_rg  <= sparebuff_rg       ;
               valid_rg <= 1'b1               ;               
               ready_rg <= 1'b1               ;
               state_rg <= PIPE               ;               
            end
         end
      endcase
   end
end
assign ready   = i_ready || ~valid_rg ;
assign o_ready = ready_rg             ;
assign o_data  = data_rg              ;
assign o_valid = valid_rg             ;
endmodule
==> report_table.html <==
<h3>Flow metrics</h3>
<table>
<tr><th>Metric</th><th>Value</th></tr>
<tr><th colspan="2">Critical path</th></tr>
<tr><td>Worst reg2reg path depth</td><td>3</td></tr>
<tr><td>Crit-path slowest cell</td><td>sky130_fd_sc_hd__clkdlybuf4s50_1</td></tr>
<tr><td>Worst setup path class</td><td>reg2out</td></tr>
<tr><td>Worst Path Max Fanout</td><td>5</td></tr>
<tr><td>Bufs and invs on worst path</td><td>1</td></tr>
<tr><td>Launch point of the worst reg-to-reg path</td><td>state_rg$_SDFF_PN0_</td></tr>
<tr><td>Chain of cells forming the critical path</td><td>clkdlybuf4s50_1</td></tr>
<tr><td>Setup slack of the most critical reg-to-reg path</td><td>1.50 ns</td></tr>
<tr><td>Kind of cell adding the most delay to the critical path</td><td>buffers and inverters</td></tr>
<tr><td>Critical path data required time</td><td>2.40 ns</td></tr>
<tr><td>Crit path arrival time</td><td>1.14 ns</td></tr>
<tr><td>Worst flop-to-flop path endpoint</td><td>data_rg[4]$_SDFFE_PN0P_</td></tr>
<tr><td>Worst setup SP type</td><td>flop</td></tr>
<tr><td>Slowest Stage Delay on Critical Path</td><td>0.50 ns</td></tr>
<tr><td>Critical Path Sink Type</td><td>output pin</td></tr>
<tr><th colspan="2">Final timing</th></tr>
<tr><td>Total count of hold-check failures in the final report</td><td>0</td></tr>
<tr><td>Final setup violating endpoints</td><td>0</td></tr>
<tr><td>Maximum clock frequency</td><td>574 MHz</td></tr>
<tr><td>RSZ-0062 raised after global routing</td><td>false</td></tr>
<tr><td>Number of max-slew violations in the final report</td><td>0</td></tr>
<tr><td>Setup Total Neg Slack</td><td>0 ns</td></tr>
<tr><td>Period minus WS final</td><td>1.74 ns</td></tr>
<tr><td>Headroom to the max-slew limit</td><td>48.4%</td></tr>
<tr><td>Clock tree skew after final layout</td><td>0.00283 ns</td></tr>
<tr><td>Tcrit/Tclk final</td><td>58.1%</td></tr>
<tr><td>Hold_ws</td><td>0.453 ns</td></tr>
<tr><td>Tightest Pin Transition</td><td>0.772 ns</td></tr>
<tr><th colspan="2">Floorplanning</th></tr>
<tr><td>Count of standard-cell rows</td><td>26</td></tr>
<tr><td>Horizontal die size</td><td>94 um</td></tr>
<tr><td>Core outline area</td><td>5200 um^2</td></tr>
<tr><td>IO Count</td><td>22</td></tr>
<tr><td>Chip Footprint</td><td>8840 um^2</td></tr>
<tr><td>Die Height</td><td>94 um</td></tr>
<tr><td>Starting density of the core</td><td>14.6%</td></tr>
<tr><th colspan="2">Detailed routing</th></tr>
<tr><td>Number of antenna repair diodes</td><td>0</td></tr>
<tr><td>Via total after detailed routing</td><td>601</td></tr>
<tr><td>Length of the first detailed-routing pass in iterations</td><td>4</td></tr>
<tr><td>Initial detailed-routing violation count</td><td>59</td></tr>
<tr><td># DRC</td><td>0</td></tr>
<tr><td>Number of routed nets with antenna violations</td><td>0</td></tr>
<tr><td>Wirelength, routed</td><td>1.86 mm</td></tr>
<tr><td>Vias/cell</td><td>3.49</td></tr>
<tr><td>Routed wire length per instance</td><td>10.8 um</td></tr>
<tr><th colspan="2">Clocking</th></tr>
<tr><td>Library cell used as clock root buffer</td><td>sky130_fd_sc_hd__clkbuf_8</td></tr>
<tr><td>Post-cts hold-fix buffer tally</td><td>0</td></tr>
<tr><td>Clk slew on worst S/H paths</td><td>0.07 ns</td></tr>
<tr><td>Buffers inserted by post-CTS timing repair</td><td>0</td></tr>
<tr><td>Clock Sinks</td><td>19</td></tr>
<tr><td>Clk latency late pin</td><td>0.25 ns</td></tr>
<tr><td>Post-cts resize count</td><td>0</td></tr>
<tr><td>Clock buffers created by TritonCTS</td><td>3</td></tr>
<tr><td>TritonCTS clock tree</td><td>done</td></tr>
<tr><td># H-tree levels</td><td>1</td></tr>
<tr><td>Clock Tree Buf Depth</td><td>2</td></tr>
<tr><th colspan="2">Pwr</th></tr>
<tr><td>Fraction of power spent switching nets</td><td>21.6%</td></tr>
<tr><td>Internal power</td><td>0.403 mW</td></tr>
<tr><td>Relative contribution of sequential cells to total power</td><td>53.7%</td></tr>
<tr><td>Max VDD drop</td><td>0.126 mV</td></tr>
<tr><td>Power density cells</td><td>477 nW/um^2</td></tr>
<tr><td>Net switching power of the design</td><td>0.111 mW</td></tr>
<tr><td>Portion of total power attributed to combinational logic</td><td>12.9%</td></tr>
<tr><td>Part of the power in the clock network</td><td>33.5%</td></tr>
<tr><td>Leakage component of the power</td><td>0.349 nW</td></tr>
<tr><th colspan="2">Synthesis</th></tr>
<tr><td>Post-synthesis average cell area</td><td>9.15 um^2</td></tr>
<tr><td>Post-synthesis chip area from yosys</td><td>759 um^2</td></tr>
<tr><td>Area leader, netlist</td><td>sky130_fd_sc_hd__dfxtp_1</td></tr>
<tr><td>Top cells, area</td><td>sky130_fd_sc_hd__dfxtp_1, sky130_fd_sc_hd__mux2i_1, sky130_fd_sc_hd__o21ai_0</td></tr>
<tr><td>Ys cells</td><td>83</td></tr>
<tr><td>Netlist Area Pre-Place</td><td>759 um^2</td></tr>
<tr><td>Post-synthesis instance total</td><td>83</td></tr>
<tr><td>Portion of synthesized cell area occupied by the leading cell type</td><td>50.1%</td></tr>
<tr><td>Sequential fraction of the synthesis area</td><td>50.1%</td></tr>
<tr><td>FF+latch count, synth</td><td>19</td></tr>
<tr><td>Count of warnings emitted by yosys</td><td>1</td></tr>
<tr><td>Synth unique cells</td><td>16</td></tr>
<tr><th colspan="2">Worst hold path</th></tr>
<tr><td>Worst hold start</td><td>sparebuff_rg[5]$_SDFFE_PN0P_</td></tr>
<tr><td>Capture endpoint of the worst hold path</td><td>sparebuff_rg[5]$_SDFFE_PN0P_</td></tr>
<tr><td>Hold Path Stages</td><td>2</td></tr>
<tr><td>Type of the tightest min-delay check</td><td>reg2reg</td></tr>
<tr><th colspan="2">Global route</th></tr>
<tr><td>Wire length of the first global-routing pass</td><td>2.86 mm</td></tr>
<tr><td>Leftover overflow at the end of global routing</td><td>0</td></tr>
<tr><td>Number of antenna violations at the first check in global routing</td><td>0</td></tr>
<tr><td>Number of global-route vias before repair</td><td>570</td></tr>
<tr><td>GRT Util Overall</td><td>4.00%</td></tr>
<tr><td>Pin count of the biggest net entering global routing</td><td>28</td></tr>
<tr><th colspan="2">Layout</th></tr>
<tr><td>Fraction of layout cells with a size suffix above 1</td><td>5.88%</td></tr>
<tr><td>Count of filler cells inserted in the layout</td><td>568</td></tr>
<tr><td>Synthesis-to-layout area growth</td><td>41.7%</td></tr>
<tr><th colspan="2">Placed design</th></tr>
<tr><td>Routability-driven placement congestion ratio</td><td>0.710</td></tr>
<tr><td>Detailed placer's ending HPWL</td><td>1.38 mm</td></tr>
<tr><td>Number of port buffers</td><td>21</td></tr>
<tr><th colspan="2">Outcome</th></tr>
<tr><td>Run status</td><td>finished clean</td></tr>
<tr><th colspan="2">Job</th></tr>
<tr><td>Number of warnings in the stage logs</td><td>25</td></tr>
<tr><td>Max-Cap Viols</td><td>0</td></tr>
</table>
## flip-flops by register name (all words and copies together) (netlist names)
signal and cells:
state_rg 1, valid_rg 1, data_rg 8, ready_rg 1
sparebuff_rg 8
## layer usage
layer	routed length [um]	vias up	GRT usage [%]
met5	0	-	0
met4	16	0	0.886
met3	137	2	1.70
met2	839	9	6.05
met1	863	260	5.17
li1	-	330	-
## how the worst max path moves through the flow
stage                          to  slack, ns             startpoint  depth (start not counted)
5_1_grt   data_rg[7]$_SDFFE_PN0P_       1.06                   rstn                          3
6_report                  o_valid       1.26  valid_rg$_SDFFE_PN0P_                          1
4_1_cts                   o_valid       1.23  valid_rg$_SDFFE_PN0P_                          1
## power by group through the flow
stage | sequential, mW | clock, mW | combinational [mW]
global route | 0.278 | 0.190 | 0.0741
CTS | 0.276 | 0.180 | 0.0682
finish | 0.276 | 0.172 | 0.0660
## placed cells by master (no fill, tap or decap)
master and n:
sky130_fd_sc_hd__dfxtp_1 19, sky130_fd_sc_hd__nor3b_1 1, sky130_fd_sc_hd__o21ai_0 14, sky130_fd_sc_hd__nand2_1 8, sky130_fd_sc_hd__nand2b_1 1, sky130_fd_sc_hd__clkdlybuf4s50_1 21, sky130_fd_sc_hd__clkbuf_8 3, sky130_fd_sc_hd__nand3_1 8
sky130_fd_sc_hd__nor2b_1 1, sky130_fd_sc_hd__o21bai_2 1, sky130_fd_sc_hd__buf_4 1, sky130_fd_sc_hd__clkbuf_1 1, sky130_fd_sc_hd__a21boi_0 1, sky130_fd_sc_hd__o21ai_1 2, sky130_fd_sc_hd__nor4bb_2 1, sky130_fd_sc_hd__mux2i_1 9
sky130_fd_sc_hd__a21oi_1 10
## final cells by class
type	count	area [um^2]	share of cell area (%)
clock buffers	4	45.0	4.19
flip-flops and latches	19	380	35.3
well taps	70	87.6	8.14
multi-input cells	57	345	32.1
repair buffers	22	218	20.2
## cells in the mapped netlist
cell type / count
sky130_fd_sc_hd__buf_2: 5
sky130_fd_sc_hd__mux2i_1: 9
sky130_fd_sc_hd__nor4bb_1: 1
sky130_fd_sc_hd__o21ai_1: 2
sky130_fd_sc_hd__nand3_1: 8
sky130_fd_sc_hd__nor3b_1: 1
sky130_fd_sc_hd__buf_6: 1
sky130_fd_sc_hd__o21ai_0: 14
sky130_fd_sc_hd__a21boi_0: 1
sky130_fd_sc_hd__nand2_1: 8
sky130_fd_sc_hd__a21oi_1: 10
sky130_fd_sc_hd__clkbuf_1: 1
sky130_fd_sc_hd__o21bai_2: 1
sky130_fd_sc_hd__nor2b_1: 1
sky130_fd_sc_hd__dfxtp_1: 19
sky130_fd_sc_hd__nand2b_1: 1
## cell families (layout without fill, tap and decap cells)
| family | after synthesis | in the layout | synth area share [%] |
|---|---|---|---|
| flops | 19 | 19 | 50.1 |
| compound gates | 28 | 28 | 19.6 |
| simple gates | 20 | 20 | 13.2 |
| mux | 9 | 9 | 11.9 |
| buf+inv | 7 | 26 | 5.27 |
## tightest hold or removal path: stages, from the launching register on
cell                      delay (ns)
sky130_fd_sc_hd__dfxtp_1        0.31
sky130_fd_sc_hd__nand2_1        0.05
sky130_fd_sc_hd__o21ai_1        0.05
## through the flow
step | setup slack [ns] | area (um^2) | utilization (%) | cells | power [mW]
finish | 1.26 | 1080 | 20.7 | 172 | 0.514
global route | 1.06 | 1080 | 20.7 | 172 | 0.542
CTS | 1.23 | 1080 | 20.7 | 172 | 0.524
detailed placement | 0.997 | 1030 | 19.8 | 168 | 0.349
global placement | 0.979 | 1030 | 19.8 | 168 | 0.349
floorplan | 1.67 | 759 | - | 83 | 0.305
Power and IR drop assume default switching activity.
