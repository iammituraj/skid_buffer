==> design/flow/design.v <==
module skid_buffer #(   
   parameter DWIDTH    =  8                                 
) 
(
   input  logic                clk             ,            
   input  logic                rstn            ,            
   input  logic [DWIDTH-1 : 0] i_data          ,            
   input  logic                i_valid         ,            
   output logic                o_ready         ,            
   output logic [DWIDTH-1 : 0] o_data          ,             
   output logic                o_valid         ,             
   input  logic                i_ready                       
) ;
logic [DWIDTH-1 : 0] data_rg    ;         
logic                bypass_rg  ;         
always @(posedge clk) begin
   if (!rstn) begin      
      data_rg   <= '0   ;     
      bypass_rg <= 1'b1 ;
   end   
   else begin      
      if (bypass_rg) begin         
         if (!i_ready && i_valid) begin
            data_rg   <= i_data ;         
            bypass_rg <= 1'b0   ;         
         end 
      end 
      else begin         
         if (i_ready) begin
            bypass_rg <= 1'b1   ;         
         end
      end
   end
end
assign o_ready = bypass_rg                     ;         
assign o_data  = bypass_rg ? i_data  : data_rg ;         
assign o_valid = bypass_rg ? i_valid : 1'b1    ;         
endmodule
==> design/flow/run.sh <==
#!/bin/bash
# OpenROAD 26Q1-2900-gdf79404cd8, Yosys 0.63+post, stock flow scripts
make -C /OpenROAD-flow-scripts/flow DESIGN_CONFIG=/design/flow/config.mk WORK_HOME=/design/flow/orfs finish
==> design/flow/config.mk <==
export PLATFORM = sky130hd
export DESIGN_NAME = skid_buffer
export DESIGN_NICKNAME = skid_buffer
export VERILOG_FILES = /design/flow/design.v
export SDC_FILE = /design/flow/constraint.sdc
export NUM_CORES = 4
export LEC_CHECK = 1
export CORE_AREA = 10 10 77 77
export DIE_AREA = 0 0 87 87
==> design/flow/constraint.sdc <==
current_design skid_buffer

set clk_period 1.5
set clk_io_pct 0.2

create_clock -name clk0 -period $clk_period [get_ports {clk}]

set non_clock_inputs [all_inputs -no_clocks]
set_input_delay [expr $clk_period * $clk_io_pct] -clock clk0 $non_clock_inputs
set_output_delay [expr $clk_period * $clk_io_pct] -clock clk0 [all_outputs]
==> impl_metrics.toml <==
# yosys + openroad results
[worst_hold_path]
hold_path.class = "reg2reg"
holdPathStages = 2

[grt]
use_met3 = 0.0113
grt-ovfl-total = 0
antenna_found_initial = 0
grt_pass1_vias = 442
busiest_layer = "met2"
grt_use_met1 = 0.0387
grt_pass1_wl_microns = 2100
grt_max_degree = 18
grt_util_all_layers = 0.0329
grtUsageMet2 = 0.0526

[detailed_routing]
final_antenna_net_count = 0
first_pass_iters = 4
vias = 428
vias_per_cell = 3.27
wl_microns = 1340
antennaDiodeCount = 0
first_iter_violations = 14
drc = 0
wl_per_cell_microns = 10.2

[place]
dpl.hpwl_microns = 1020
gp_congestion = 0.702
pre_cts_ws_ps = -218
port_buffers = 21

[yosys]
largest_area_cell = "dfxtp_1"
syn_area_per_cell_sq_um = 9.72
synth_flops = 9
logic_family = "multiplexers"
ys_cells = 48
synth_cell_types = 9
synthAdderAreaFrac = 0
mux_area_frac = 0.365
synth-edff-count = 0
ys_async_sr_fraction = 0
ys_area_sq_um = 467
xor_share = 0
netlist_instances = 48
ys_sh_aoi = 0
top_cell = "nand2_1"
syn-cell-area_sq_um = 467
ys_sh_simple = 0.180
yosys-top-cells-count = "nand2_1 (16), dfxtp_1 (9), mux2_2 (8), mux2i_1 (8)"
ys.flop_type = "dfxtp_1"
ys.warnings.count = 1
ys_seq_frac = 0.386
yosys.area.top_type_share = 0.386
top_cells_by_area = "dfxtp_1 (39%), mux2_2 (19%), mux2i_1 (17%)"

[die]
die_h_microns = 87
chipArea_sq_mm = 0.00757
fp_util = 0.107
coreArea_sq_mm = 0.00435
die_w_microns = 87
rows = 24
pin_count = 22

[worst_setup_path]
critPathLaunchType = "flip-flop"
rrSetupSlack_ps = 360
arrival_ps = 1280
cp_max_fo = 4
cp.required_ps = 1200
critical_path_class = "reg2out"
r2r_cells = 5
worstSetupEndpointType = "output port"

[sta]
setup_ws_ps = -75.5
max_slew.worst_pin.slew_ps = 117
max_slew_margin = 0.920
drv_slew = 0
hold_viol = 0
period_minus_slack_ps = 1580
fmax_mhz = 635
rsz0062_at_grt = "yes"
period_used_share = 1.05
fin_skew_ps = 1.91
finalSetupViolations = 3

[clock_network]
clock-sinks = 9
hold_buffers = 0
cts_buffer_depth = 2
htreeDepth = 1
cts_tree = "yes"
clock_latency_ps = 230
path_clk_slew_ps = 50
root_buffer = "clkbuf_8"
cts_made_buffers = 3

[cells_and_area]
areaGrowthSynthToFinish_pct = 82.0
fin_util = 0.195
fillerInstances = 467
drive_gt1_frac = 0.380

[run]
maxCapViolations = 0
warnings = 27

[power]
leakage_nw = 0.377
powerDensity_mw_per_mm2 = 797
ir_drop_uv = 171

[outcome]
outcome = "finished with violations"
violations = "setup timing"
-- flip-flops by register name (all words and copies together) (netlist names) --
signal and count:
data_rg 8, bypass_rg 1
-- path summary, 6_finish.rpt --
check                                from                      end
setup / recovery     bypass_rg$_SDFF_PN1_                o_data[2]
hold / removal    data_rg[7]$_SDFFE_PN0P_  data_rg[7]$_SDFFE_PN0P_
setup reg to reg     bypass_rg$_SDFF_PN1_  data_rg[6]$_SDFFE_PN0P_
hold reg to reg   data_rg[7]$_SDFFE_PN0P_  data_rg[7]$_SDFFE_PN0P_
-- through the flow --
step	instances	TNS [ps]	hold WS [ps]	area, sq um	total power [W]
finish	131	-167	454	850	0.000677
global route	131	-461	471	850	0.000721
CTS	131	-278	458	852	0.000693
detailed placement	122	-1790	449	759	0.000399
global placement	122	-1780	441	759	0.000397
floorplan	48	0	406	467	0.000314
-- routing by layer --
| metal | vias up | wire length, microns | share of wire |
|---|---|---|---|
| met5 | - | 0 | 0 |
| met4 | 0 | 40 | 0.030 |
| met3 | 2 | 98 | 0.073 |
| met2 | 11 | 626 | 0.47 |
| met1 | 192 | 575 | 0.43 |
| li1 | 223 | - | - |
-- critical path, stage by stage, from the launching register on --
cell     delay (ps)
dfxtp_2         320
buf_6           120
buf_6           110
buf_6           110
mux2_4          280
buf_2           110
-- cells in the final DEF (no fill, tap or decap) --
master / instances
and3b_1: 1
buf_6: 7
nand2_1: 16
buf_4: 4
clkbuf_1: 1
mux2_4: 4
dfxtp_1: 8
buf_12: 1
or2b_1: 1
mux2_2: 4
clkdlybuf4s50_1: 10
mux2i_1: 8
clkbuf_8: 3
dfxtp_2: 1
dlymetal6s2s_1: 1
dlygate4sd2_1: 2
buf_2: 3
clkbuf_2: 3
nand3b_1: 1
-- cell type report --
type	count	area [sq um]	area share
sequential	9	181	0.214
clock buffer	4	45.0	0.0530
timing repair buffer	31	289	0.340
multi-input combinational	35	269	0.317
tap	52	65.1	0.0766
-- power by group --
part / total (W) / switching (W) / internal [W]
sequential: 0.000259 / 0.00000603 / 0.000253
clock: 0.000275 / 0.0000905 / 0.000185
combinational: 0.000143 / 0.0000445 / 0.0000985
-- cells by family after synthesis --
group         count (synthesis)
buf+inv                       4
flops                         9
mux                          16
simple gates                 19
-- repair_timing --
item / CTS / global route
endpoints found under the setup margin: 9 / 10
buffers inserted: 5 / 0
resized: 33 / 6
Power is estimated from default activity; no workload was simulated.
